`flow/design.v`:
```
module IsZero(divisor,DivByZero);
input [4:0]divisor;
output DivByZero;
assign DivByZero =~(divisor[0]|divisor[1]|divisor[2]|divisor[3]|divisor[4]);
endmodule
module comprator(a,d,OV);
input [4:0]a,d;
output OV;
assign OV=(d>a) ? 1'b0 : 1'b1 ;
endmodule
module counter(AddCount,CounterClear,clk,ContinueToDivision);
reg [2:0]count;
input AddCount,CounterClear,clk;
output ContinueToDivision;
always@(posedge clk)begin
	if(CounterClear)
		count<=3'b000;
	else
		count<=count+AddCount;
end
assign ContinueToDivision=(count==3'b101)?1'b0:1'b1;
endmodule
module DataPath_Division (dataIN,ldA,ldQ,ldONE,ldD,ldDbar,shA,shQ,selA,selQ,sel1,sel2,selOut,clearD,clearDbar,clearQ,clearA,clearOne,AddCount,CounterClear,clk,A5,OV,DivByZero,ContinueToDivision,dataOUT);
input [4:0]dataIN;
input ldA,ldQ,ldD,ldDbar,ldONE,shA,shQ,selOut,clk,selA,selQ,clearD,clearDbar,clearQ,clearA,clearOne,AddCount,CounterClear;
input [1:0]sel1,sel2;
output A5,OV,DivByZero,ContinueToDivision;
output [4:0]dataOUT;
wire [4:0]d_out,dbar_out,a_load,q_load,q_out,a_out,sum,one_out,mux1_out,mux2_out;
reg Q0=1'b0;
reg [4:0]one=5'b00001;
comprator CompareAandD(a_out,d_out,OV);
IsZero ISzero(d_out,DivByZero);
mux_21 A_mux(dataIN, sum, selA ,a_load);
mux_21 Q_mux(dataIN, sum, selQ ,q_load);
shreg_5b ShregA(a_load, q_out[4] ,clearA, ldA , shA , clk ,a_out);
shreg_5b ShergQ(q_load, Q0 , clearQ , ldQ , shQ , clk ,q_out);
reg_5b regD(dataIN, ldD , clearD , clk ,d_out);
reg_5b regDbar(sum, ldDbar , clearDbar , clk ,dbar_out);
reg_5b regOne(one, ldONE , clearOne, clk ,one_out);
mux_41 mux1(d_out,~(d_out),dbar_out,one_out,sel1,mux1_out);
mux_41 mux2(a_out,q_out,one_out, ,sel2,mux2_out);
adder ADDER(mux1_out, mux2_out , sum);
mux_21 output_mux(a_out, q_out, selOut ,dataOUT);
counter counter(AddCount,CounterClear,clk,ContinueToDivision);
assign A5=a_out[4];
endmodule
module mux_21 (i0, i1, select ,Ioutput);
input [4:0] i0,i1;
input select;
output [4:0] Ioutput;
assign Ioutput = select ? i1 :i0;
endmodule
module mux_41 (i0,i1,i2,i3,sel,Ioutput);
input [4:0] i0,i1,i2,i3;
input [1:0] sel;
output [4:0] Ioutput;
assign Ioutput =(sel==2'b00) ? i0:
	 	(sel==2'b01) ? i1:
		(sel==2'b10) ? i2:
	 	(sel==2'b11) ? i3: 1'bx;
endmodule
module reg_5b(reginput, load, clear , clk ,regoutput);
input [4:0]reginput;
input load , clk ,clear ;
output [4:0]regoutput;
reg [4:0]regoutput;
always @(posedge clk)
  if(clear)
    regoutput =5'b00000;
  else if(load)
     regoutput <= reginput;
endmodule
module shreg_5b (shreginput, ser_in , clear , load , shift , clk ,shregoutput);
input [4:0]shreginput;
input ser_in , load , shift , clk , clear ;
output [4:0]shregoutput;
reg [4:0]shregoutput;
always @(posedge clk)
  if(clear)
    shregoutput <= 5'b00000;
  else if(load)
    shregoutput <= shreginput;
  else if(shift)
    shregoutput <= {shregoutput[3:0],ser_in};
endmodule
module adder (a, b, s);
input [31:0] a,b;
output [31:0] s;
assign s = a + b;
endmodule
```
`flow/run.sh`:
```
#!/bin/bash
# OpenROAD 26Q1-2900-gdf79404cd8, Yosys 0.63+post, stock flow scripts
make -C /OpenROAD-flow-scripts/flow DESIGN_CONFIG=/design/flow/config.mk WORK_HOME=/design/flow/orfs finish
```
`flow/config.mk`:
```
export PLATFORM = sky130hd
export DESIGN_NAME = DataPath_Division
export DESIGN_NICKNAME = DataPath_Division
export VERILOG_FILES = /design/flow/design.v
export SDC_FILE = /design/flow/constraint.sdc
export NUM_CORES = 4
export LEC_CHECK = 1
export CORE_AREA = 10 10 113 113
export DIE_AREA = 0 0 123 123
```
`flow/constraint.sdc`:
```
current_design DataPath_Division

set clk_period 3.8
set clk_io_pct 0.2

create_clock -name clk0 -period $clk_period [get_ports {clk}]

set non_clock_inputs [all_inputs -no_clocks]
set_input_delay [expr $clk_period * $clk_io_pct] -clock clk0 $non_clock_inputs
set_output_delay [expr $clk_period * $clk_io_pct] -clock clk0 [all_outputs]
```
==> metrics.yaml <==
global_routing:
  grt_max_degree: 15
  grt_pass1_wl_um: 7265
  overflow: 0
  antenna_found_initial: 0
  grt_pass1_vias: 1353
  track_usage_pct: 5.979
synth:
  synth.yosys.warnings: 12
  synth_seq_share_pct: 30.43
  synthTopCellsByArea: "dfxtp_1 30%, mux2i_1 13%, ha_1 8.7%"
  ys.flops: 24
  ys_cells: 184
  syn_inst: 184
  top_area_cell: "dfxtp_1"
  top_area_share_pct: 30.43
  syn_avg_cell_area_sq_um: 8.582
  syn_area_sq_um: 1579
  ys_area_sq_um: 1579
  synth.distinct_cells: 31
final_timing:
  rsz0062_at_grt: "no"
  setup_viol: 0
  max_freq_mhz: 305.1
  tns_ps: 0
  worst_slew_pin_slew_ps: 405.1
  period_minus_slack_ps: 3278
  report.final.slew_viol_count: 0
  period_used_pct: 86.26
  max-slew-margin-rel_pct: 72.91
  clock_skew_ps: 3.476
  timing_hold_violations_final: 0
clock_network:
  ctsHoldBuffers: 0
  ctsResizeCount: 0
  cts_htree_levels: 1
  tritoncts: "done"
  clk_latency_ps: 270
  cts_buffer_depth: 2
  cts_made_buffers: 3
  clk_pin_slew_ps: 90
  cts_root_buf: "clkbuf_8"
  cts.sinks: 24
  post-cts-setup-buffer-count: 0
placement:
  numPortBuffers: 35
  placed_area_sq_um: 2057
  hpwl_um: 3751
  place_inst: 345
  gp_congestion: 0.8255
power_and_ir_drop:
  power.total_mw: 0.7241
  p_per_area_nw_per_um2: 340.2
  p_leak_nw: 0.8371
  ir_drop_mv: 0.1478
die:
  die_y_um: 123
  pin_count: 36
  die_area_sq_um: 15130
  initial_utilization_pct: 15.30
  coreArea_sq_um: 10320
  rows: 37
  die_w_um: 123
detailed_routing:
  avgViaCountPerCell: 3.842
  wl_per_cell_um: 12.97
  ant_nets: 0
  num_antenna_cells: 0
  drt_iter0_drc: 86
  drt_wl_total_um: 4528
  via_count: 1341
  drc: 0
  dr.pass1.iters: 4
worst_setup_path:
  worst-path-max-fanout: 7
  criticalPathCategory: "primary input to flip-flop"
  cp_data_arrival_time_ps: 3450
  critPathLaunchType: "primary input"
  cp_num_buf_inv: 2
  cp_top_family: "buffers and inverters"
  required_ps: 3970
  path_cells: "clkdlybuf4s50_1 -> xor2_1 -> nor2_1 -> a21oi_1 -> ha_1 -> inv_1 -> fa_1 -> nand2b_1 -> a21oi_1 -> xnor3_1 -> o221a_1"
  end_kind: "flip-flop"
  cpPeakStageDelay_ps: 710
  cp_common_cell: "a21oi_1"
  slowest_stage: "clkdlybuf4s50_1"
outcome:
  outcome: "complete, no violations"
job:
  maxCapViolCount: 0
  warning_count: 25
cells_and_area:
  synthToLayoutAreaGrowth_pct: 34.79
  stdcell_count: 349
  fin_util_pct: 20.62
  finalInstanceArea_sq_um: 2128
  drive_above_1_share_pct: 4.695
hold_path:
  min_path_type: "flip-flop to flip-flop"
## placed cells by master, fill, tap and decap left out, drive strengths merged, types with 2 or more instances in the layout
| cell | Yosys | final |
|---|---|---|
| clkdlybuf4s50 | 0 | 35 |
| nor2 | 27 | 27 |
| dfxtp | 24 | 24 |
| mux2i | 21 | 21 |
| a211oi | 15 | 15 |
| o21ai | 14 | 14 |
| nand2 | 12 | 12 |
| ha | 11 | 11 |
| nor2b | 10 | 10 |
| inv | 8 | 8 |
| xnor2 | 7 | 7 |
| a21oi | 5 | 5 |
| o21a | 4 | 4 |
| clkbuf | 9 | 3 |
| mux2 | 2 | 2 |
## Yosys cell counts
master / n
nand2_1: 12
o22ai_1: 1
clkbuf_1: 9
xnor2_1: 6
mux2i_1: 21
nor2b_2: 1
mux2_2: 2
a2bb2oi_2: 1
xnor3_1: 1
inv_1: 8
nor3_1: 1
fa_1: 1
or4_1: 1
o21a_1: 4
a211oi_1: 15
nand3_1: 1
xnor2_2: 1
xor2_1: 1
nand2b_1: 1
nor2b_1: 9
a21o_1: 1
nand3b_1: 1
nor3b_1: 1
buf_6: 1
ha_1: 11
o21ai_0: 14
o221a_1: 1
buf_2: 1
dfxtp_1: 24
a21oi_1: 5
nor2_1: 27
## stage by stage
| stage | setup slack (ps) | hold slack [ps] |
|---|---|---|
| 6_report | 522.0 | 494.3 |
| 5_1_grt | 339.2 | 534.0 |
| 4_1_cts | 508.7 | 492.6 |
| 3_5_place_dp | 211.6 | 478.0 |
| 3_3_place_gp | 295.4 | 477.7 |
| 2_1_floorplan | 1030 | 454.5 |
## tightest hold or removal path, delay by kind of cell (launching register included)
kind	cells	cell delay (ps)
AOI/OAI and AO/OA	1	50
DFF	1	320
and+or+nand+nor	1	80
## where the power goes
part | internal, mW | switching [mW]
logic | 0.111 | 0.0914
clock network | 0.141 | 0.0887
registers | 0.273 | 0.0197
## layer usage
layer,wire [um],track usage (%),vias up,share of wire (%)
met4,46,0.4367,0,1.0
met2,1938,9.137,37,43
met3,266,1.434,2,5.9
li1,-,-,701,-
met1,2277,8.766,601,50
met5,0,0,-,0
## kinds of logic (layout without fill, tap and decap cells)
group | after synthesis | after routing | share of synthesized area [%]
simple gates | 55 | 55 | 15.85
compound gates | 42 | 42 | 17.59
flops | 24 | 24 | 30.43
mux | 23 | 23 | 14.74
buf+inv | 19 | 48 | 5.071
fa+ha+maj | 12 | 12 | 9.984
xor+xnor | 9 | 9 | 6.339
## state kept, by name, indices dropped and copies added, names as in the netlist
register and cells:
ShregA.shregoutput 5, regOne.regoutput 1, ShergQ.shregoutput 5, counter.count 3
regD.regoutput 5, regDbar.regoutput 5
## area by class of cell
cell class	count	area, sq um
Fill cell	1123	8195
Sequential cell	24	480.5
Tap cell	136	170.2
Clock inverter	1	30.03
Clock buffer	3	41.29
Inverter	8	30.03
Multi-Input combinational cell	141	1018
Timing Repair Buffer	36	357.8
## final timing paths
path / start / to / slack (ps) / depth (start not counted)
hold / removal: regDbar.regoutput[1]$_SDFFE_PP0P_ / regDbar.regoutput[1]$_SDFFE_PP0P_ / 490 / 2
setup reg to reg: ShregA.shregoutput[0]$_SDFFE_PP0P_ / ShregA.shregoutput[4]$_SDFFE_PP0P_ / 1310 / 9
setup / recovery: sel1[0] / ShregA.shregoutput[4]$_SDFFE_PP0P_ / 520 / 11
hold reg to reg: regDbar.regoutput[1]$_SDFFE_PP0P_ / regDbar.regoutput[1]$_SDFFE_PP0P_ / 490 / 2
No activity file was given, so power comes from the tool's default toggle rates.
