**flow/design.v**
```verilog
module ALU(Ainput,Binput,ALUop,ALUresult,zero);
input [31:0]Ainput,Binput;
input [2:0]ALUop;
output [31:0]ALUresult;
output zero;
assign ALUresult = (ALUop==3'b000) ?( Ainput & Binput ):
		   (ALUop==3'b001) ?( Ainput | Binput ):
		   (ALUop==3'b010) ?( Ainput + Binput ):
		   (ALUop==3'b110) ?( Ainput - Binput ):
		   (ALUop==3'b111 & Ainput<Binput) ? 32'd1 : 32'd0;
assign zero = (ALUresult==32'd0) ? 1'b1 : 1'b0;
endmodule
module MIPSdp(RegDst,RegSrc,WriteSrc,RegWrite,AluSrc,MemToReg,clk,rst,PcSrc2,PcSrc1,AluOp,instruction,DataMemOut,zero,adrInstMem,adrDataMem,WriteDataMem);
input RegDst,RegSrc,WriteSrc,RegWrite,AluSrc,MemToReg,clk,rst,PcSrc1;
input [1:0]PcSrc2;
input [2:0]AluOp;
input [31:0]instruction;
input [31:0]DataMemOut;
output zero;
output [31:0]adrInstMem,adrDataMem;
output [31:0]WriteDataMem;
wire [4:0]MuxRegDst,MuxRegSrc;
wire [31:0]SignExOut,shl2SE,Jout,AdderOutPc4,AdderOutPcEx;
wire [31:0]MuxPcSrc1,MuxPcSrc2,MuxMemToReg,MuxAlu,MuxWriteSrc;
wire [31:0]AluResult,ReadData1,ReadData2;
wire [31:0]PCout;
wire [27:0]shl2inst;
mux_21_5b MuxDst(instruction[20:16], instruction[15:11], RegDst ,MuxRegDst);
mux_21_5b MuxSrc(MuxRegDst, 5'd31, RegSrc ,MuxRegSrc);
RegFile RF(instruction[25:21],instruction[20:16],MuxRegSrc,MuxWriteSrc,clk,rst,RegWrite,ReadData1,ReadData2);
mux_21_32b MuxWD(AdderOutPc4,MuxMemToReg, WriteSrc ,MuxWriteSrc);
signEx SE(instruction[15:0],SignExOut);
shl2 shl(SignExOut,shl2SE);
mux_21_32b MuxALU(ReadData2, SignExOut, AluSrc ,MuxAlu);
ALU Alu(ReadData1,MuxAlu,AluOp,AluResult,zero);
mux_21_32b MuxMem(AluResult, DataMemOut, MemToReg ,MuxMemToReg);
reg_32b PC(MuxPcSrc2,1'b1,rst, clk ,PCout);
adder adderPc4(PCout, 32'd4, AdderOutPc4);
shl2_25 shl25(instruction[25:0],shl2inst);
adder adderPcEx(shl2SE, AdderOutPc4,AdderOutPcEx);
mux_21_32b Muxadder(AdderOutPc4,AdderOutPcEx, PcSrc1 ,MuxPcSrc1);
mux_41_32b MuxPc(MuxPcSrc1,ReadData1,{AdderOutPc4[31:28],shl2inst[27:0]}, ,PcSrc2,MuxPcSrc2);
assign adrInstMem= PCout;
assign adrDataMem= AluResult;
assign WriteDataMem= ReadData2;
endmodule
module RegFile(ReadReg1,ReadReg2,WriteReg,WriteData,clk,rst,regwrite,ReadData1,ReadData2);
input [4:0]ReadReg1,ReadReg2,WriteReg;
input [31:0]WriteData;
input clk,rst,regwrite;
output [31:0]ReadData1,ReadData2;
reg[31:0]RF[0:31];
assign ReadData1 =(ReadReg1==5'b0)?32'd0:RF[ReadReg1];
assign ReadData2 =(ReadReg2==5'b0)?32'd0:RF[ReadReg2];
integer j;
always @(posedge clk)
	if(rst)
	    for(j=0;j<32;j=j+1)
	         RF[j]<=32'd0;
	else if(regwrite==1'b1)
	     if(WriteReg!=5'd0)
		RF[WriteReg]<=WriteData;
endmodule
module adder (a, b, s);
input [31:0] a,b;
output [31:0] s;
assign s = a + b;
endmodule
module mux_21_32b (i0, i1, select ,Ioutput);
input [31:0] i0,i1;
input select;
output [31:0] Ioutput;
assign Ioutput = select ? i1 :i0;
endmodule
module mux_21_5b (i0, i1, select ,Ioutput);
input [4:0] i0,i1;
input select;
output [4:0] Ioutput;
assign Ioutput = select ? i1 :i0;
endmodule
module mux_41_32b (i0,i1,i2,i3,sel,Ioutput);
input [31:0] i0,i1,i2,i3;
input [1:0] sel;
output [31:0] Ioutput;
assign Ioutput =(sel==2'b00) ? i0:
	 	(sel==2'b01) ? i1:
		(sel==2'b10) ? i2:
	 	(sel==2'b11) ? i3: 1'bx;
endmodule
module reg_32b(reginput, load, clear , clk ,regoutput);
input [31:0]reginput;
input load , clk ,clear ;
output [31:0]regoutput;
reg [31:0]regoutput;
always @(posedge clk)begin
  if(clear==1'b1)
    regoutput =32'b0;
  else if(load==1'b1)
     regoutput <= reginput;
end
endmodule
module shl2(shlinput,shloutput);
input [31:0]shlinput;
output [31:0]shloutput;
assign shloutput=shlinput<<2;
endmodule
module shl2_25(shlinput,shloutput);
input [25:0]shlinput;
output [27:0]shloutput;
assign shloutput={shlinput[25:0],2'b0};
endmodule
module signEx(inputSE,outputSE);
input [15:0]inputSE;
output [31:0]outputSE;
assign outputSE={{16{inputSE[15]}},inputSE};
endmodule
```
**flow/run.sh**
```bash
#!/bin/bash
# OpenROAD 26Q1-2900-gdf79404cd8, Yosys 0.63+post, stock flow scripts
make -C /OpenROAD-flow-scripts/flow DESIGN_CONFIG=/design/flow/config.mk WORK_HOME=/design/flow/orfs finish
```
**flow/config.mk**
```make
export PLATFORM = sky130hd
export DESIGN_NAME = MIPSdp
export DESIGN_NICKNAME = MIPSdp
export VERILOG_FILES = /design/flow/design.v
export SDC_FILE = /design/flow/constraint.sdc
export NUM_CORES = 4
export LEC_CHECK = 1
export CORE_UTILIZATION = 40
```
**flow/constraint.sdc**
```tcl
current_design MIPSdp

set clk_period 40.0
set clk_io_pct 0.2

create_clock -name clk0 -period $clk_period [get_ports {clk}]

set non_clock_inputs [all_inputs -no_clocks]
set_input_delay [expr $clk_period * $clk_io_pct] -clock clk0 $non_clock_inputs
set_output_delay [expr $clk_period * $clk_io_pct] -clock clk0 [all_outputs]
```
==> GITHUB_STEP_SUMMARY <==
## PnR job results

| Metric | Value |
|---|---|
| Outcome | completed |
| Post-layout period usage | 0.619 |
| Largest net degree at the start of global routing | between 60 and 70 |
| CP top delay family | buffers and inverters |
| Layout area overhead | 12.8% |
| GRT overflow | 0 |
| Vias in the first global route | 45.3k |
| CTS sink count | between 1k and 1.5k |
| CP peak stage delay | roughly 0.66 ns |
| Flop-to-flop setup slack | 32.87 ns |
| Fin. Hold Viols | 0 |
| Top post-synthesis cells by count | nor2_1 (1158), edfxtp_1 (1024), mux4_2 (640), clkbuf_1 (359), inv_1 (146) |
| Die Span Y | between 300 and 400 um |
| Antenna Nets Post-Route | 0 |
| Critical path buffers and inverters | 8 |
| Num CTS Buffers | 107 |
| Max-Cap Viols | 0 |
| Most frequent cell after synthesis | nor2_1 |
| Hold Path Class | flip-flop to flip-flop |
| CTS Buffer Depth | 3 |
| Num rows | roughly 140 |
| Post-synth EDFFs | between 1k and 1.5k |
| WL/cell | 32.9 um |
| PortBufs | between 150 and 200 |
| CP Cell Sequence | buf_8 > buf_4 > buf_4 > buf_4 > buf_4 > mux4_2 > mux4_2 > mux2i_1 > nor2_1 > inv_1 > ha_1 > nor2b_1 > a211o_1 > a211oi_2 > a311oi_1 > buf_4 > or4_1 > nand3_1 > a211oi_1 > xnor2_1 > o22ai_1 > or4b_1 > nor3_1 > clkdlybuf4s50_1 |
| CP required | approximately 32 ns |
| Pwr dens | about 42 nW/um2 |
| OpenROAD warnings | approximately 96 |
| Cell area leaders | edfxtp_1 (50%), mux4_2 (23%), nor2_1 (7.1%), ha_1 (2.6%), clkbuf_1 (2.2%) |
| CP endpoint | zero |
| WL final | roughly 230000 um |
| Reg-to-Reg End | RF.RF[19][30] |
| VDD IR max | 0.0000333 V |
| Worst hold path startpoint | PC.regoutput[1] |
| Worst Path Arrival | between 15 and 20 ns |
| Gpl congestion | 0.971 |
| Worst R2R Path Depth | 19 |
| WHS Path Cells | 2 |
| Vias | 42.3k |
| Setup TNS | 0 ns |
| Total Routing Usage GR | 0.316 |
| F_max | 40.4 MHz |
| Via/cell ratio | 6.17 |
| Worst Setup Slack, final | around 15 ns |
| Iteration tally of the first detailed-router pass | 5 |
| Worst slew margin | 0.376 |
| Die Area | about 160000 um2 |
| Cell Area, Synth | slightly above 60000 um2 |
| Fraction of layout cells with a size suffix above 1 | 0.237 |
| Core ar. | about 150000 um2 |
| Die W | a little under 400 um |
| Worst clock skew | 0.0472 ns |
| Pre-CTS WS | about 15 ns |
| Commonest flop | edfxtp_1 |
| Post-Syn Instances | ~4.7k |
| Starting DRT DRC Count | 2913 |
| Initial antenna violation count | 8 |
| H-tree depth | 3 |
| Setup crit start kind | input pin |
| Cell count along the critical path | 24 |
| CP dominant cell by count | buf_4 |
| Min Tclk post-route | ~25 ns |
| Worst-margin pin slew | just over 0.9 ns |
| Pins Over Slew Limit | 0 |
| Synth cell types | between 70 and 80 |
| Synth Seq Share | 0.510 |
| Top cell area share | 0.499 |
| Yosys top cell by area | edfxtp_1 |
| Area reported by Yosys stat | just over 60000 um2 |
| Floorplan utilization | 0.404 |
| Setup crit end kind | output pin |
| Fraction of registers with async set/reset | 0 |
| Detail Placement HPWL | ~140000 um |
| Worst Setup Path Type | input pin to output pin |
| Worst Setup SP | instruction[21] |
| Root Driver | clkbuf_16 |
| Synth warn | 34 |
| Synthesized registers | around 1.1k |
| Worst-skew pair later-pin latency | ~0.74 ns |
| Crit Path Max Fanout | 33 |
| Syn Area/Cell | ~13 um2 |
| Setup Buffers After CTS | 0 |
| Hold buffers post-CTS | 0 |
| RSZ-0062 raised after global routing | no |
| Ports | 175 |
| Leakage | approximately 24 nW |
| First-pass GRT wire length | between 300000 and 400000 um |
| Clock Pin Slew Worst Setup and Hold Paths | 0.06 ns |
| # DRC | 0 |
| Final setup fails | 0 |
| CTS tree | yes |
| Resize count post-CTS | 0 |
| Slowest cell on the critical path | buf_4 |
| Reg2Reg Launch Point | RF.RF[15][0] |
| Ys cells | approximately 4.7k |
==> worst min path at each step <==
stage,to
CTS,PC.regoutput[1]
global route,PC.regoutput[1]
finish,PC.regoutput[1]
==> through the flow <==
step	area (um2)	total power (W)	instances	hold slack [ns]	util
detailed placement	65900	0.00189	6656	0.588	0.432
CTS	69500	0.00292	6852	0.598	0.456
global placement	65900	0.00189	6656	0.598	0.432
floorplan	61700	0.00166	4730	0.498	-
finish	69500	0.00291	6856	0.601	0.456
global route	69500	0.00301	6855	0.644	0.456
==> final cells by class <==
class,count,area [um2]
clock inverter,68,728
inverter,147,552
sequential,1056,31400
clock buffer,128,2820
multi-input combinational,3082,28400
fill,13349,83000
timing repair buffer,341,3000
tap,2030,2540
antenna,4,10.0
==> state kept, by name, indices dropped and copies added (netlist names) <==
register / count
PC.regoutput: 32
RF.RF: 1024
==> logic make-up (layout without fill, tap and decap cells) <==
| kind of cell | Yosys count | after routing | synth area share |
|---|---|---|---|
| flops | 1056 | 1056 | 0.510 |
| other cells | 1 | 36 | 0.0000609 |
| mux | 794 | 794 | 0.260 |
| buf+inv | 592 | 684 | 0.0365 |
| compound gates | 491 | 491 | 0.0509 |
| simple gates | 1567 | 1567 | 0.106 |
| xor+xnor | 69 | 69 | 0.00981 |
| fa+ha+maj | 129 | 129 | 0.0266 |
==> placed cells by master, fill, tap and decap left out, types with 97 or more instances in the layout <==
cell type        count
a21oi_1            123
buf_4              174
clkbuf_16          110
clkdlybuf4s50_1    151
edfxtp_1          1024
ha_1               126
inv_1              146
mux2i_1            101
mux4_2             640
nor2_1            1157
o21ai_0             97
==> power by group <==
group / internal (W) / total [W] / switching [W] / leakage (nW)
registers: 0.00125 / 0.00128 / 0.0000229 / 10.9
clock network: 0.000592 / 0.00104 / 0.000444 / 1.72
logic: 0.000233 / 0.000601 / 0.000369 / 11.9
==> worst register-to-register path, cell delays in order, from the launching register on <==
cell       delay, ns
edfxtp_1        0.38
mux4_2          0.50
mux4_2          0.54
mux2i_1         0.68
nor2_1          0.21
mux2_2          0.37
ha_1            0.26
fa_1            0.45
a211oi_1        0.36
o21ai_1         0.19
a41oi_1         0.36
o211ai_1        0.32
a21oi_1         0.46
o31a_1          0.25
a2111oi_0       0.11
a311o_1         0.42
mux2_2          0.34
mux2i_4         0.14
buf_4           0.40
nor2_1          0.09
==> layer usage <==
| layer | part of all wire | vias up | wire length [um] | global-route usage |
|---|---|---|---|---|
| li1 | - | 17915 | - | - |
| met1 | 0.30 | 20689 | 68500 | 0.346 |
| met2 | 0.46 | 3144 | 103000 | 0.461 |
| met3 | 0.19 | 553 | 41800 | 0.247 |
| met4 | 0.048 | 26 | 10900 | 0.112 |
| met5 | 0.0036 | - | 816 | 0.0508 |
Power and IR drop assume default switching activity.
